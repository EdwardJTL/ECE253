**flow/config.mk**
```make
export PLATFORM = sky130hd
export DESIGN_NAME = part5
export DESIGN_NICKNAME = part5
export VERILOG_FILES = /design/flow/design.v
export SDC_FILE = /design/flow/constraint.sdc
export NUM_CORES = 4
export LEC_CHECK = 1
export CORE_AREA = 10 10 70 70
export DIE_AREA = 0 0 80 80
```
**flow/constraint.sdc**
```tcl
current_design part5

set clk_period 1.0
set clk_io_pct 0.2

create_clock -name clk0 -period $clk_period

set non_clock_inputs [all_inputs -no_clocks]
set_input_delay [expr $clk_period * $clk_io_pct] -clock clk0 $non_clock_inputs
set_output_delay [expr $clk_period * $clk_io_pct] -clock clk0 [all_outputs]
```
**flow/design.v**
```verilog
module part5 (SW,LEDR,HEX0,HEX1,HEX2);
	input [9:0] SW;
	output [9:0] LEDR;
	output [0:6] HEX0;
	output [0:6] HEX1;
	output [0:6] HEX2;
	assign LEDR[9:8] = SW[9:8];
	wire [1:0] M0, M1, M2;
	mux_2bit_3to1 U0 (SW[9:8], SW[5:4], SW[3:2], SW[1:0], M0);
	char_7seg H0 (M0, HEX0);
	mux_2bit_3to1 U1 (SW[9:8], SW[1:0], SW[5:4], SW[3:2], M1);
	char_7seg H1 (M1, HEX1);
	mux_2bit_3to1 U2 (SW[9:8], SW[3:2], SW[1:0], SW[5:4], M2);
	char_7seg H2 (M2, HEX2);
endmodule
module mux_2bit_3to1 (S, U, V, W, M);
	input [1:0] S, U, V, W;
	output [1:0] M;
	wire [1:0] f;
	assign f[0] = (~S[0] & U[0]) | (S[0] & V[0]);
	assign f[1] = (~S[0] & U[1]) | (S[0] & V[1]);
	assign M[0] = (~S[1] & f[0]) | (S[1] & W[0]);
	assign M[1] = (~S[1] & f[1]) | (S[1] & W[1]);
endmodule
module char_7seg(C, Display);
	input [1:0] C;
	output [0:6] Display;
	assign Display[0] = C[1] | (~C[0]);
	assign Display[1] = C[0];
	assign Display[2] = C[0];
	assign Display[3] = C[1];
	assign Display[4] = C[1];
	assign Display[5] = C[1] | (~C[0]);
	assign Display[6] = C[1];
endmodule 
```
**flow/run.sh**
```bash
#!/bin/bash
# OpenROAD 26Q1-2900-gdf79404cd8, Yosys 0.63+post, stock flow scripts
make -C /OpenROAD-flow-scripts/flow DESIGN_CONFIG=/design/flow/config.mk WORK_HOME=/design/flow/orfs finish
```
==> results_slide.txt <==
Synthesis and Place & Route Summary

Floorplan
  • Die X-Extent: 80 um
  • Top Ports: 41
  • Area enclosed by the die boundary: around 6400 um^2
  • Share of the core filled by cells before placement: under 10%
  • Core Footprint: 3420 um^2
  • Number of core rows: 21
  • DIE HEIGHT: 80 um

Synth
  • Largest cells by area after synthesis: sky130_fd_sc_hd__buf_4 52%, sky130_fd_sc_hd__mux2i_1 18%, sky130_fd_sc_hd__o21ai_2 8.0%, sky130_fd_sc_hd__nand2_1 6.8%, sky130_fd_sc_hd__nand2b_1 5.7%
  • Post-Synthesis Cell Area: around 330 um^2
  • Portion of the post-synthesis area used by sequential elements: 0%
  • Chip area line of the yosys report: 330 um^2
  • Post-synthesis cell count from yosys: roughly 46
  • Synth cell types: 8
  • Yosys warning tally: 8
  • Mean Syn Cell Area: roughly 7 um^2
  • Post-Synthesis Cells: 46
  • Top cell type's share of synthesized area: 52.3%
  • Cell type with the largest total area after synthesis: sky130_fd_sc_hd__buf_4

Route
  • Via count: around 370
  • Detail-routed via count per cell: between 3 and 4
  • ANT nets after route: 0
  • Iter 0 DRT Violations: 4
  • Number of DRC violations after detailed routing: 0
  • Iteration count of the initial detailed-routing pass: 2
  • Antenna cells: 0
  • Final wirelength: 1360 um
  • Routed len/inst: 11.3 um

Placed design
  • Final HPWL from detailed placement: between 1000 and 1500 um
  • Dpl ws: -0.971 ns
  • Cell total after placement: 108
  • Area of placed instances: 581 um^2
  • GPL Wtd Cong: 0.821
  • Number of buffers added on ports: 31

Cells and area
  • Area delta synth->final: 123%
  • Share of final-layout standard cells stronger than drive strength 1: between 70% and 80%
  • Top library cells by usage in the layout, fill and taps aside: 17 x sky130_fd_sc_hd__buf_6, 16 x sky130_fd_sc_hd__buf_2, 8 x sky130_fd_sc_hd__conb_1
  • Count of flip-flops and latches: 0
  • Total of clock buffers placed in the layout: 0
  • Final instance count without filler cells: 121
  • Most numerous logic cell after layout: sky130_fd_sc_hd__buf_6
  • Register area: 0 um^2
  • Post-Layout Inst Area: 737 um^2

Global route
  • GRT met1 Usage: 4.96%
  • Maximum number of pins on one net before global-route repair: 8
  • Wire length of the first global-routing pass: 1980 um
  • Antenna violations before repair: 0
  • Number of global-route vias before repair: 370
  • Remaining global-route overflow: 0
  • Met2 usage in global routing: between 6 and 7%
  • Total global routing track utilization: 3.74%
  • Global routing's busiest layer: met2
  • Met3 track demand over resource: less than 1%

Status
  • Result of the run: finished with violations
  • Violations in the final reports: setup timing

Job
  • Max-capacitance violation count: 0
  • OpenROAD warning count: 37

Setup path
  • Series of cell instances along the critical path: buf_12, buf_6, mux2i_1, o21ai_2, buf_4, nand2b_4, buf_6
  • Number of buffers and inverters on the critical path: 4
  • Biggest cell delay along the critical path: roughly 0.15 ns
  • Worst path arrival time: 1.00 ns
  • End point of the critical path: HEX2[5]
  • Dominant delay contributor by cell family on the critical path: buffers and inverters
  • Slowest stage cell on the critical path: sky130_fd_sc_hd__o21ai_2
  • Startpoint Class: primary input
  • Maximum fanout count along the critical path: 6
  • Depth of the critical timing path with buffers and inverters included: 7
  • Crit path required time: 0.80 ns
  • Worst setup path startpoint: SW[8]
  • Cell mode on critical path: sky130_fd_sc_hd__buf_6
  • Start-to-end type of the worst setup path: in2out
  • Critical Path End Type: output port

Power
  • Leakage power figure: 0.359 nW
  • Pwr dens: 503 nW/um^2
  • Max VDD drop: 0.0000926 V

STA
  • Time the worst path needs with I/O delays and setup: 1.20 ns
  • Worst-case setup margin in the final layout: -0.199 ns
  • Slew Viols, Final: 0
  • Peak clock frequency supported by timing: 834 MHz
  • Tcrit/Tclk final: 120%
  • Final-layout setup total negative slack: -2.15 ns
  • Hold Violations, Final: 0
  • Final count of negative-setup-slack endpoints: 20
  • Final worst hold slack: 0.787 ns
  • RSZ-0062 raised after global routing: true

Worst hold path
  • Type of the most critical hold path: in2out
  • Worst hold stages: 4
kinds of logic (layout without fill, tap and decap cells):
family                 count (synthesis)  after routing  synth area share, %
buffers and inverters                 24             46                 55.7
AND/OR/NAND/NOR                        9              9                 12.5
multiplexers                           6              6                 18.2
AND-OR/OR-AND                          6              6                 12.5
other                                  1              8                 1.14
stage by stage:
step,power (W),util (%)
after floorplan,0.000138,-
after global placement,0.000275,17.0
after detailed placement,0.000274,17.0
after CTS,0.000355,21.3
after global routing,0.000401,21.6
final,0.000371,21.6
worst min-delay path: stages:
cell	delay [ns]
sky130_fd_sc_hd__buf_12	0.11
sky130_fd_sc_hd__buf_6	0.11
sky130_fd_sc_hd__buf_4	0.09
sky130_fd_sc_hd__buf_2	0.08
final cells by class:
type                            count  area (um^2)
Fill cell                         371         2680
Multi-Input combinational cell     29          267
Tap cell                           46         57.6
Timing Repair Buffer               46          413
repair_timing:
action	in CTS	in global routing
pin swaps	6	6
cloned	1	0
hold buffers	0	0
setup buffers	12	2
endpoints found under the setup margin	23	21
gates resized	116	17
report_power, final:
group          internal [W]  switching (W)
Sequential                0              0
Clock                     0              0
Combinational      0.000245       0.000126
Total              0.000245       0.000126
Yosys cell counts (all sizes together):
master and count:
buf 24, mux2i 6, conb 1, o21ai 6
nand2 6, nand2b 3
layer usage:
metal  routed length (um)  vias to the layer above
met5                    0                        -
met4                    0                        0
met3                  126                        0
met2                  672                       22
met1                  566                      169
li1                     -                      178
worst min-delay path by stage:
stage	from	to	slack (ns)
after CTS	SW[9]	HEX2[4]	0.81
after global routing	SW[8]	LEDR[8]	0.81
final	SW[8]	LEDR[8]	0.79
No activity file was given, so power comes from the tool's default toggle rates.
