<file path="design.v">
module part1_v2(SW, LEDR, KEY);
  input [2:0] SW, KEY;
  output [9:0] LEDR;
  wire w, out;
  wire [8:0] y, Y;
  assign w = SW[1];
  assign Y[0] = 1;
  assign Y[1] = ~w & (~y[0] + y[8] + y[7] + y[6] + y[5]);
  assign Y[2] = ~w & (y[1]);
  assign Y[3] = ~w & (y[2]);
  assign Y[4] = ~w & (y[3]+ y[4]);
  assign Y[5] = w & (~y[0] + y[1] + y[2] + y[3] + y[4]);
  assign Y[6] = w & y[5];
  assign Y[7] = w & y[6];
  assign Y[8] = w & (y[7] + y[8]);
  assign out = y[4] + y[8];
  flip_synch A(Y[0], KEY[0], SW[0], y[0]);
  flip_synch B(Y[1], KEY[0], SW[0], y[1]);
  flip_synch C(Y[2], KEY[0], SW[0], y[2]);
  flip_synch D(Y[3], KEY[0], SW[0], y[3]);
  flip_synch E(Y[4], KEY[0], SW[0], y[4]);
  flip_synch F(Y[5], KEY[0], SW[0], y[5]);
  flip_synch G(Y[6], KEY[0], SW[0], y[6]);
  flip_synch H(Y[7], KEY[0], SW[0], y[7]);
  flip_synch I(Y[8], KEY[0], SW[0], y[8]);
  assign LEDR[8:0] = y[8:0];
  assign LEDR[9] = out;
endmodule
module flip_synch(D, clock, reset, Q);
  input D, clock, reset;
  output reg Q;
  always @(posedge clock)
  begin
    if (reset == 0)
      Q <= 1'b0;
    else
      Q <= D;
  end
endmodule
</file>
<file path="run.sh">
#!/bin/bash
# OpenROAD 26Q1-2900-gdf79404cd8, Yosys 0.63+post, stock flow scripts
make -C /OpenROAD-flow-scripts/flow DESIGN_CONFIG=/design/flow/config.mk WORK_HOME=/design/flow/orfs finish
</file>
<file path="config.mk">
export PLATFORM = sky130hd
export DESIGN_NAME = part1_v2
export DESIGN_NICKNAME = part1_v2
export VERILOG_FILES = /design/flow/design.v
export SDC_FILE = /design/flow/constraint.sdc
export NUM_CORES = 4
export LEC_CHECK = 1
export CORE_AREA = 10 10 70 70
export DIE_AREA = 0 0 80 80
</file>
<file path="constraint.sdc">
current_design part1_v2

set clk_period 2.0
set clk_io_pct 0.2

create_clock -name clk0 -period $clk_period [get_ports {KEY}]

set non_clock_inputs [all_inputs -no_clocks]
set_input_delay [expr $clk_period * $clk_io_pct] -clock clk0 $non_clock_inputs
set_output_delay [expr $clk_period * $clk_io_pct] -clock clk0 [all_outputs]
</file>
==> qor.yml <==
top_cell_area_share_pct: 45.14
worstMarginPinSlew_ps: 226.3
whs_ps: 453.4
clock_skew_ps: 0.7696
synth.largest_area_cell: "dfxtp_1"
fin_crit_sh_pct: 82.19
grt_usage_pct: 2.494
cp.required_ps: 1600
topCellsByArea: "dfxtp_1, buf_4, xnor3_1"
leakagePower_uw: 0.0002031
synth_seq_share_pct: 45.14
wl_per_cell_um: 8.311
cts_sinks: 9
coreArea_sq_um: 3416
place_congestion: 0.6975
cts_tree: "built"
p_per_area_nw_per_um2: 642.0
drive_above_1_share_pct: 6.818
regArea_sq_um: 180.2
fill_cells: 396
setup_tns_ps: 0
lay_top_cells: "clkdlybuf4s50_1, dfxtp_1, nor2_1"
synthCells: 38
grt_max_degree: 6
via_count: 239
relSlewSlack_pct: 84.81
period_needed_ps: 1644
vias_per_cell: 2.656
final.setup.worst_slack_ps: 356.3
grt_overflow: 0
antenna_found_initial: 0
status: "complete, no violations"
fp_util_pct: 11.68
cpPeakStageDelay_ps: 480
post_dp_cell_area_sq_um: 501.7
antenna_left: 0
cp_slowest_cell: "clkdlybuf4s50_1"
post-cts-setup-buffer-count: 0
ys_cells: 38
cts_buffers: 3
crit_path_max_fanout: 3
hold_viol: 0
ys_area_sq_um: 399.1
syn_area_sq_um: 399.1
ys_ff: 9
n_antenna_cell: 0
grt_pass1_wl_mm: 1.193
vdd_drop_max_mv: 0.1713
crit_path_end_kind: "output port"
cp-start-kind: "flop"
finalMaxSlewViolations: 0
die_area_sq_um: 6400
hp-class: "flop to flop"
crit_type: "flop to output port"
cp.arrival_ps: 1240
path_clk_slew_ps: 50
holdBufCountCts: 0
tool_warnings: 49
root_buffer: "clkbuf_4"
finalInstanceArea_sq_um: 528.0
rsz0062_at_grt: "no"
max_freq_ghz: 0.6084
pre_cts_ws_ps: 577.7
drc: 0
wl_um: 748
setup_viol: 0
avgSynthCellArea_sq_um: 10.50
power.total_uw: 339.0
post_cts_resize_count: 0
synth_warnings: 1
reg2reg_slack_ps: 900
fp.dieH_um: 80
clkLatencyLatePin_ps: 230
clockBufferDepth: 2
die_w_um: 80
firstDrtPassIters: 4
ys_types: 11
num_io_pins: 16
logic_area_sq_um: 136.4
layout_top_cell: "clkdlybuf4s50_1"
port_buffers: 12
first_iter_violations: 30
rows: 21
grt_pass1_vias: 236
crit_path_cell_trace: "xor2_1 -> clkdlybuf4s50_1"
area_delta_synth_final_pct: 32.29
htree_levels: 1
maxCapViolCount: 0
[worst max-delay path: cells and delay by family, from the launching register on]
kind / cells / cell delay [ps]
xor+xnor: 1 / 160
flops: 1 / 380
buf+inv: 1 / 480
[layer usage]
layer | global-route usage (%) | up-vias | part of all wire [%]
met1 | 3.250 | 106 | 46
li1 | - | 119 | -
met3 | 2.955 | 0 | 20
met4 | 0.1761 | 0 | 0
met2 | 2.568 | 14 | 34
met5 | 0 | - | 0
[layout make-up]
type | count | share of cell area (%)
Multi-Input combinational cell | 17 | 25.83
Tap cell | 46 | 10.90
Inverter | 2 | 1.422
Clock buffer | 4 | 4.976
Sequential cell | 9 | 34.12
Timing Repair Buffer | 12 | 22.75
[cell families after synthesis]
kind of cell,after synthesis,share of synthesized area [%]
buffers and inverters,12,20.69
and+or+nand+nor,10,11.91
xor gates and xnor gates,7,22.26
DFF,9,45.14
[sequential cells by signal (all words and copies together), names as in the netlist]
register,flops
A.Q,1
B.Q,1
C.Q,1
D.Q,1
E.Q,1
F.Q,1
G.Q,1
H.Q,1
I.Q,1
[report_power, final]
part	switching (uW)	internal, uW	leakage [uW]	total, uW
sequential	4.45	185	0.0000733	189
clock	38.1	75.2	0.0000150	113
combinational	10.7	25.5	0.000115	36.2
[synthesized netlist by cell type (all sizes together)]
master   n
and3     2
nor2     5
xnor2    2
nand2    1
buf     10
dfxtp    9
xnor3    2
xor2     3
inv      2
nand2b   1
nor2b    1
[stage by stage]
step / utilization (%) / std cells
4_1_cts: 15.46 / 90
3_3_place_gp: 14.69 / 86
5_1_grt: 15.46 / 90
3_5_place_dp: 14.69 / 86
2_1_floorplan: - / 38
6_report: 15.46 / 90
[worst paths after layout]
kind | from | to | cells after the start
setup reg to reg | A.Q | F.Q | 3
setup / recovery | E.Q | LEDR[9] | 2
hold / removal | C.Q | D.Q | 2
hold reg to reg | C.Q | D.Q | 2
No activity file was given, so power comes from the tool's default toggle rates.
