`/design/flow/config.mk`:
```
export PLATFORM = sky130hd
export DESIGN_NAME = part1
export DESIGN_NICKNAME = part1
export VERILOG_FILES = /design/flow/design.v
export SDC_FILE = /design/flow/constraint.sdc
export NUM_CORES = 4
export LEC_CHECK = 1
export CORE_AREA = 10 10 70 70
export DIE_AREA = 0 0 80 80
```
`/design/flow/constraint.sdc`:
```
current_design part1

set clk_period 1.8
set clk_io_pct 0.2

create_clock -name clk0 -period $clk_period

set non_clock_inputs [all_inputs -no_clocks]
set_input_delay [expr $clk_period * $clk_io_pct] -clock clk0 $non_clock_inputs
set_output_delay [expr $clk_period * $clk_io_pct] -clock clk0 [all_outputs]
```
`/design/flow/design.v`:
```
module part1 (SW, HEX1, HEX0);
   input [9:0] SW;
   output [6:0] HEX1, HEX0;
   binary_7seg D1(SW[7:4], HEX1);
   binary_7seg D0(SW[3:0], HEX0);  
endmodule  
module binary_7seg ( C, Display);
   input [3:0] C;
   output [6:0] Display;
   assign Display[0] = (~C[3] & ~C[2] & ~C[1] & C[0]) | (C[2] & ~C[1] & ~C[0]);
   assign Display[1] = (C[2] & ~C[1] & C[0]) | (C[2] & C[1] & ~C[0]);
   assign Display[2] = ~C[2] & C[1] & ~C[0];
   assign Display[3] = (~C[2] & ~C[1] & C[0]) | (C[2] & ~C[1] & ~C[0]) | (C[2] & C[1] & C[0]);
   assign Display[4] = C[0] | (~C[1] & C[2]);
   assign Display[5] = (C[1] & C[0]) | (C[0] & ~C[2] & ~C[3]) | (C[1] & ~C[0] & ~C[2]);
   assign Display[6] = (~C[1] & ~C[2] & ~C[3]) | (C[1] & C[0] & C[2]);
endmodule  
```
`/design/flow/run.sh`:
```
#!/bin/bash
# OpenROAD 26Q1-2900-gdf79404cd8, Yosys 0.63+post, stock flow scripts
make -C /OpenROAD-flow-scripts/flow DESIGN_CONFIG=/design/flow/config.mk WORK_HOME=/design/flow/orfs finish
```
==> run notes <==
Per the detail_route report, vias per standard cell equal 2.904. The tools report the register cell area after layout as 0 um^2. Per the placement report, the placed cell count is 101. The layout has 396 filler cells.

Entering global routing, the biggest net connects 9 pins. The number of cells in the finished layout apart from fillers is 104. Prior to clock tree synthesis, the placed netlist has a worst setup slack of -0.3535 ns. The final-report setup violation count came out at 0.

The logs give 6400 um^2 for the die area and 0.0002457 uW for the static leakage. The layout stage reports a final design area of 505.5 um^2. Summing internal, switching and leakage power gives 101.8 uW. Before placement the cells fill 5.824% of the core. The worst setup path is captured at an output pin. Looking at the max-slew report, the worst-margin pin has a slew of 0.1866 ns.

Per the timing report, the biggest fanout along the worst path comes to 7. The number of design rule violations left after detail routing is 0. In this run the cell area of the synthesized design comes to 198.9 um^2. The post-layout minimum cycle time came out at 1.747 ns. For the number of clock-tree buffers in the layout, the log shows 0. Synthesis produced a netlist whose cell count is 33. In the final routed layout, each cell accounts on average for 8.452 um. Per Yosys stat, the portion of area used by sequential elements is 0%. Overall routing resource usage recorded by global route was 2.309%.

The max-cap violation count was 0; the logic area was 207.7 um^2. STA lists the startpoint of the worst hold path as SW[1]. According to the timing report, the data required time at the worst endpoint equals 1.44 ns.

Per the log, the first TritonRoute iteration ended with a DRC count of 3. The tools report the max-slew headroom at the worst pin as 87.49%. The run gives 0 as the initial antenna violation count. For the worst hold slack, the log shows 1.056 ns.

Per the detail_route report, inserted antenna diodes total 0. For the worst setup path, the data arrival time is 1.39 ns. Per the detailed placement report, the placed cell area equals 479.2 um^2. The most critical setup path has its startpoint at SW[6].

The category of the critical setup timing path was in2out. The logs give 696.5 um for the HPWL reported at the end of detailed placement and 0 for the number of sequential cells. The global-route wire length before repair came out at 1269 um. The logs give 302 for the detailed-route via count and 33 for the number of cells in Yosys stat. The worst hold path belongs to the class in2out.

STA classifies the critical path startpoint as an input pin. The total area inside the core boundary comes to 3416 um^2. Post-route period utilization is reported as 97.05%. The final count of pins violating max slew is 0, and the share of layout cells above drive strength 1 is 32.76%. Endpoints failing hold in the final report were tallied at 0. For this run, the top clock speed supported by timing is 572.4 MHz. Setup repair after global routing left no endpoint under its margin.

The via count of the first global-routing pass is 290. Final RePlAce weighted congestion: 0.6389. The count of warning messages emitted by the tools was 34.

24 I/O pins were placed. For the final worst-path setup slack, the log shows 0.05306 ns. The synthesized area per cell was 6.029 um^2; the overall die width was 80 um. In this run, post-CTS hold repair placed 0 buffers. The number of warnings issued by yosys is 0, and the signed area change from the synthesized netlist to the final layout is 154.1%. The cell area power density was 201.3 nW/um^2; the y dimension of the die was 80 um. The buffer_ports step reported a buffer count of 22.

After global routing the overflow that remains totals 0. The worst VDD IR drop from the latest analysis is 0.06254 mV. Placement row count: 21. Per the post-route antenna check, the number of violating nets is 0.

Chip area line of the yosys report: 198.9 um^2. The routed wire length came out at 879 um. In the Yosys stats the netlist draws on 19 distinct library cells. According to the report, the first pass of detailed routing completed in 4 iterations.

The run finished with clean final reports.
==> final timing paths <==
check	to	slack, ns	depth (start not counted)
worst max-delay path	HEX1[3]	0.05	5
worst min-delay path	HEX0[0]	1.06	3
==> cell type report <==
type / count / area share (%)
timing repair buffer: 27 / 45.30
multi-input combinational: 28 / 41.09
tap: 46 / 11.39
inverter: 3 / 2.228
==> worst max-delay path, stage by stage <==
cell and delay [ns]:
clkdlybuf4s15_2 0.26, nand2b_4 0.17, nand3_2 0.07, o21ai_2 0.06, clkdlybuf4s50_1 0.46
==> cells by family (layout without fill, tap and decap cells) <==
kind of cell              after synthesis  count (layout)  share of synthesized area (%)
and+or+nand+nor                        16              16                          42.77
AOI/OAI and AO/OA                       8               8                          26.41
muxes                                   2               2                          10.06
xor gates and xnor gates                2               2                          8.807
buffers and inverters                   5              30                          11.95
==> what timing repair did <==
| action | 4_1_cts | 5_1_grt |
|---|---|---|
| gates resized | 25 | 13 |
| gates cloned | 0 | 0 |
| pin swaps | 4 | 3 |
| setup endpoints to repair | 14 | 7 |
| buffers inserted | 2 | 1 |
==> metrics by stage <==
step / TNS [ns] / utilization, %
after floorplan: 0 / -
after global placement: -3.675 / 14.03
after global routing: 0 / 14.80
final: 0 / 14.80
after CTS: 0 / 14.76
after detailed placement: -3.843 / 14.03
==> power breakdown <==
part           internal (uW)  total [uW]  switching, uW
clock network              0           0              0
logic                   63.2         102           38.6
registers                  0           0              0
==> placed cells by master, fill, tap and decap left out <==
cell type,n
and2_1,2
nor3_2,1
clkbuf_2,2
a21oi_1,1
nand3_1,2
a21o_1,1
xor2_1,1
buf_4,5
clkdlybuf4s15_2,1
dlygate4sd2_1,6
nand2_1,2
inv_1,3
nand2b_4,2
mux2i_1,2
o21ai_1,1
o21ai_0,2
o31ai_2,1
o21ai_2,1
nor2_2,1
o2bb2ai_1,1
xor2_2,1
nand3_2,1
nor2_1,4
buf_2,3
dlymetal6s2s_1,1
clkdlybuf4s50_1,9
nand2b_1,1
==> layer usage <==
metal | GRT usage [%] | share of wire, % | vias up
met5 | 0 | 0 | -
met4 | 0 | 0 | 0
met3 | 1.818 | 19 | 0
met2 | 3.130 | 37 | 17
met1 | 2.966 | 44 | 126
li1 | - | - | 159
==> Yosys cell counts (2+ instances only) <==
cell type  count  area (um^2)
and2_1         2        12.51
inv_1          3        11.26
mux2i_1        2        20.02
nand2_1        2        7.510
nand2b_1       2        12.51
nand3_1        2        10.01
nor2_1         5        18.77
o21ai_0        3        15.01
xor2_1         2        17.52
No activity file was given, so power comes from the tool's default toggle rates.
